**design.v**
```verilog
module show_string_number_ctrl(
    input       wire            sys_clk             ,
    input       wire            sys_rst_n           ,
    input       wire            init_done           ,
    input       wire            show_char_done      ,
    input       wire    [7:0]   Hour                ,
    input       wire    [7:0]   Minute              ,
    input       wire    [7:0]   Second              ,
    input       wire    [15:0]  TempHumi            ,
    input       wire    [4:0]   Status              ,
    input       wire            haveAlarm           ,
    input       wire            haveAlarmTemp       ,
    output      wire            en_size             ,
    output      reg             show_char_flag      ,
    output      reg     [6:0]   ascii_num           ,
    output      reg     [8:0]   start_x             ,
    output      reg     [8:0]   start_y
);
reg     [4:0]   cnt1;             
reg     [6:0]   cnt_ascii_num;
assign  en_size = 1'b1;
always@(posedge sys_clk or negedge sys_rst_n)
    if(!sys_rst_n)
        cnt1 <= 'd0;
    else if(show_char_flag)
        cnt1 <= 'd0;
    else if(init_done && cnt1 < 'd3)
        cnt1 <= cnt1 + 1'b1;
    else
        cnt1 <= cnt1;
always@(posedge sys_clk or negedge sys_rst_n)
    if(!sys_rst_n)
        show_char_flag <= 1'b0;
    else if(cnt1 == 'd2)
        show_char_flag <= 1'b1;
    else
        show_char_flag <= 1'b0;
always@(posedge sys_clk or negedge sys_rst_n)
    if(!sys_rst_n)
        cnt_ascii_num <= 'd0;
    else if(init_done && show_char_done)          
        cnt_ascii_num <= cnt_ascii_num + 1'b1;    
    else
        cnt_ascii_num <= cnt_ascii_num;
reg [3:0] decimal_hour_tens;       
reg [3:0] decimal_hour_ones;       
always @(posedge sys_clk or negedge sys_rst_n) begin
    if (!sys_rst_n) begin
        decimal_hour_tens <= 4'h0;         
        decimal_hour_ones <= 4'h0;         
    end else begin
        decimal_hour_tens <= Hour[7:4];
        decimal_hour_ones <= Hour[3:0];
    end
end
reg [3:0] decimal_minute_tens;       
reg [3:0] decimal_minute_ones;       
always @(posedge sys_clk or negedge sys_rst_n) begin
    if (!sys_rst_n) begin
        decimal_minute_tens <= 4'h0;         
        decimal_minute_ones <= 4'h0;         
    end else begin
        decimal_minute_tens <= Minute[7:4];
        decimal_minute_ones <= Minute[3:0];
    end
end
reg [3:0] decimal_second_tens;       
reg [3:0] decimal_second_ones;       
always @(posedge sys_clk or negedge sys_rst_n) begin
    if (!sys_rst_n) begin           
        decimal_second_tens <= 4'h0;         
        decimal_second_ones <= 4'h0;         
    end else begin
        decimal_second_tens <= Second[7:4];
        decimal_second_ones <= Second[3:0];
    end
end
always@(posedge sys_clk or negedge sys_rst_n)
    if(!sys_rst_n)
        ascii_num <= 'd0;
    else if(init_done)
        case(cnt_ascii_num)          
            0: ascii_num <= 'd120-'d32;  
            1: ascii_num <= 'd121-'d32;  
            2: ascii_num <= 'd122-'d32;  
            3: ascii_num <= 'd96;  
            4: ascii_num <= 'd97;  
            5: ascii_num <= 'd98;  
            6: ascii_num <= 'd45-'d32;   
            7: ascii_num <= 'd45-'d32;   
            8: ascii_num <= 'd45-'d32;   
            9: ascii_num <= 'd45-'d32;   
            10: ascii_num <= 'd45-'d32;   
            11: ascii_num <= 'd45-'d32;   
            12: ascii_num <= 'd45-'d32;   
            13: ascii_num <= 'd45-'d32;   
            14: ascii_num <= 'd45-'d32;   
            15: ascii_num <= 'd45-'d32;   
            16: ascii_num <= 'd45-'d32;   
            17: ascii_num <= 'd45-'d32;   
            18: ascii_num <= 'd45-'d32;   
            19: ascii_num <= 'd45-'d32;   
            20: ascii_num <= 'd45-'d32;   
            21: ascii_num <= 'd45-'d32;   
            22: ascii_num <= 'd32-'d32;   
            23: ascii_num <= (Status == 5'd1 || Status == 5'd2 || Status == 5'd9) ? 'd95 - 'd32 : decimal_hour_tens+'d16;   
            24: ascii_num <= (Status == 5'd3 || Status == 5'd4 || Status == 5'd10) ? 'd95 - 'd32 : decimal_hour_ones+'d16;   
            25: ascii_num <= 'd58-'d32;   
            26: ascii_num <= (Status == 5'd5 || Status == 5'd6 || Status == 5'd11) ? 'd95 - 'd32 : decimal_minute_tens+'d16;   
            27: ascii_num <= (Status == 5'd7 || Status == 5'd8 || Status == 5'd12) ? 'd95 - 'd32 : decimal_minute_ones+'d16;   
            28: ascii_num <= 'd58-'d32;   
            29: ascii_num <= (Status == 5'd13) ? 'd95 - 'd32 :decimal_second_tens+'d16;  
            30: ascii_num <= (Status == 5'd14) ? 'd95 - 'd32 :decimal_second_ones+'d16;  
            31: ascii_num <= haveAlarm ? 'd67-'d32 : 'd45 - 'd32;   
            32: ascii_num <= haveAlarmTemp ? 'd84-'d32 : 'd45 - 'd32;   
            33: ascii_num <= 'd50-'d32;   
            34: ascii_num <= 'd48-'d32;   
            35: ascii_num <= 'd50-'d32;   
            36: ascii_num <= 'd51-'d32;   
            37: ascii_num <= 'd47-'d32;   
            38: ascii_num <= 'd48-'d32;   
            39: ascii_num <= 'd54-'d32;   
            40: ascii_num <= 'd47-'d32;   
            41: ascii_num <= 'd49-'d32;   
            42: ascii_num <= 'd54-'d32;   
            43: ascii_num <= 'd70-'d32;   
            44: ascii_num <= 'd114-'d32;  
            45: ascii_num <= 'd105-'d32;  
            46: ascii_num <= 'd46-'d32;   
            47: ascii_num <= 'd32-'d32;   
            48: ascii_num <= 'd45-'d32;   
            49: ascii_num <= 'd45-'d32;   
            50: ascii_num <= 'd45-'d32;   
            51: ascii_num <= 'd45-'d32;   
            52: ascii_num <= 'd45-'d32;   
            53: ascii_num <= 'd45-'d32;   
            54: ascii_num <= 'd45-'d32;   
            55: ascii_num <= 'd45-'d32;   
            56: ascii_num <= 'd45-'d32;   
            57: ascii_num <= 'd45-'d32;   
            58: ascii_num <= 'd45-'d32;   
            59: ascii_num <= 'd45-'d32;   
            60: ascii_num <= 'd45-'d32;   
            61: ascii_num <= 'd45-'d32;   
            62: ascii_num <= 'd45-'d32;   
            63: ascii_num <= 'd45-'d32;   
            64: ascii_num <= TempHumi[15:8]/10 +'d16;   
            65: ascii_num <= TempHumi[15:8]%10 +'d16;   
            66: ascii_num <= 'd95;   
            67: ascii_num <= 'd32-'d32;   
            68: ascii_num <= TempHumi[7:0]/10 +'d16;   
            69: ascii_num <= TempHumi[7:0]%10 +'d16;   
            70: ascii_num <= 'd37-'d32;   
            default: ascii_num <= 'd0;
        endcase
always@(posedge sys_clk or negedge sys_rst_n)
    if(!sys_rst_n)
        start_x <= 'd0;
    else if(init_done)
        case(cnt_ascii_num)         
            0: start_x <= 'd8;
            1: start_x <= 'd16;
            2: start_x <= 'd24;
            3: start_x <= 'd96;
            4: start_x <= 'd104;
            5: start_x <= 'd112;
            6: start_x <= 'd0;
            7: start_x <= 'd8;
            8: start_x <= 'd16;
            9: start_x <= 'd24;
            10: start_x <= 'd32;
            11: start_x <= 'd40;
            12: start_x <= 'd48;
            13: start_x <= 'd56;
            14: start_x <= 'd64;
            15: start_x <= 'd72;
            16: start_x <= 'd80;
            17: start_x <= 'd88;
            18: start_x <= 'd96;
            19: start_x <= 'd104;
            20: start_x <= 'd112;
            21: start_x <= 'd120;
            22: start_x <= 'd32;
            23: start_x <= 'd32;
            24: start_x <= 'd40;
            25: start_x <= 'd48;
            26: start_x <= 'd56;
            27: start_x <= 'd64;
            28: start_x <= 'd72;
            29: start_x <= 'd80;
            30: start_x <= 'd88;
            31: start_x <= 'd50;
            32: start_x <= 'd70;
            33: start_x <= 'd24;
            34: start_x <= 'd32;
            35: start_x <= 'd40;
            36: start_x <= 'd48;
            37: start_x <= 'd56;
            38: start_x <= 'd64;
            39: start_x <= 'd72;
            40: start_x <= 'd80;
            41: start_x <= 'd88;
            42: start_x <= 'd96;
            43: start_x <= 'd48;
            44: start_x <= 'd56;
            45: start_x <= 'd64;
            46: start_x <= 'd72;
            47: start_x <= 'd32;
            48: start_x <= 'd0;
            49: start_x <= 'd8;
            50: start_x <= 'd16;
            51: start_x <= 'd24;
            52: start_x <= 'd32;
            53: start_x <= 'd40;
            54: start_x <= 'd48;
            55: start_x <= 'd56;
            56: start_x <= 'd64;
            57: start_x <= 'd72;
            58: start_x <= 'd80;
            59: start_x <= 'd88;
            60: start_x <= 'd96;
            61: start_x <= 'd104;
            62: start_x <= 'd112;
            63: start_x <= 'd120;
            64: start_x <= 'd36;
            65: start_x <= 'd44;
            66: start_x <= 'd52;
            67: start_x <= 'd60;
            68: start_x <= 'd68;
            69: start_x <= 'd76;
            70: start_x <= 'd84;
            default: start_x <= 'd0;
        endcase
    else
        start_x <= 'd0;
always@(posedge sys_clk or negedge sys_rst_n)
    if(!sys_rst_n)
        start_y <= 'd0;
    else if(init_done)
        case(cnt_ascii_num)         
            0 : start_y <= 'd0;
            1 : start_y <= 'd0;
            2 : start_y <= 'd0;
            3 : start_y <= 'd0;
            4 : start_y <= 'd0;
            5 : start_y <= 'd0;
            6 : start_y <= 'd16;
            7 : start_y <= 'd16;
            8 : start_y <= 'd16;
            9 : start_y <= 'd16;
            10 : start_y <= 'd16;
            11 : start_y <= 'd16;
            12 : start_y <= 'd16;
            13 : start_y <= 'd16;
            14 : start_y <= 'd16;
            15 : start_y <= 'd16;
            16 : start_y <= 'd16;
            17 : start_y <= 'd16;
            18 : start_y <= 'd16;
            19 : start_y <= 'd16;
            20 : start_y <= 'd16;
            21 : start_y <= 'd16;
            22 : start_y <= 'd32;
            23 : start_y <= 'd48;
            24 : start_y <= 'd48;
            25 : start_y <= 'd48;
            26 : start_y <= 'd48;
            27 : start_y <= 'd48;
            28: start_y <= 'd48;
            29: start_y <= 'd48;
            30: start_y <= 'd48;
            31: start_y <= 'd64;
            32: start_y <= 'd64;
            33: start_y <= 'd80;
            34: start_y <= 'd80;
            35: start_y <= 'd80;
            36: start_y <= 'd80;
            37: start_y <= 'd80;
            38: start_y <= 'd80;
            39: start_y <= 'd80;
            40: start_y <= 'd80;
            41: start_y <= 'd80;
            42: start_y <= 'd80;
            43: start_y <= 'd96;
            44: start_y <= 'd96;
            45: start_y <= 'd96;
            46: start_y <= 'd96;
            47: start_y <= 'd112;
            48: start_y <= 'd128;
            49: start_y <= 'd128;
            50: start_y <= 'd128;
            51: start_y <= 'd128;
            52: start_y <= 'd128;
            53: start_y <= 'd128;
            54: start_y <= 'd128;
            55: start_y <= 'd128;
            56: start_y <= 'd128;
            57: start_y <= 'd128;
            58: start_y <= 'd128;
            59: start_y <= 'd128;
            60: start_y <= 'd128;
            61: start_y <= 'd128;
            62: start_y <= 'd128;
            63: start_y <= 'd128;
            64: start_y <= 'd144;
            65: start_y <= 'd144;
            66: start_y <= 'd144;
            67: start_y <= 'd144;
            68: start_y <= 'd144;
            69: start_y <= 'd144;
            70: start_y <= 'd144;
            default: start_y <= 'd0;
        endcase
    else
        start_y <= 'd0;
endmodule
```
**run.sh**
```bash
#!/bin/bash
# OpenROAD 26Q1-2900-gdf79404cd8, Yosys 0.63+post, stock flow scripts
make -C /OpenROAD-flow-scripts/flow DESIGN_CONFIG=/design/flow/config.mk WORK_HOME=/design/flow/orfs finish
```
**config.mk**
```make
export PLATFORM = sky130hd
export DESIGN_NAME = show_string_number_ctrl
export DESIGN_NICKNAME = show_string_number_ctrl
export VERILOG_FILES = /design/flow/design.v
export SDC_FILE = /design/flow/constraint.sdc
export NUM_CORES = 4
export LEC_CHECK = 1
export CORE_UTILIZATION = 30
```
**constraint.sdc**
```tcl
current_design show_string_number_ctrl

set clk_period 6.2
set clk_io_pct 0.2

create_clock -name clk0 -period $clk_period [get_ports {sys_clk}]

set non_clock_inputs [all_inputs -no_clocks]
set_input_delay [expr $clk_period * $clk_io_pct] -clock clk0 $non_clock_inputs
set_output_delay [expr $clk_period * $clk_io_pct] -clock clk0 [all_outputs]
```
==> impl_metrics.env <==
# physical design summary
export IMPL_status="finished clean"
export IMPL_place_ws_ns=0.243
export IMPL_numPortBuffers=68
export IMPL_peakVddDrop_mv=0.212
export IMPL_clock_skew_ns=0.00409
export IMPL_ys_area_um2=5690
export IMPL_fin_crit_ns=5.63
export IMPL_drt_wl_total_um=17200
export IMPL_timing_hold_ws_ns=0.500
export IMPL_yosysTopAreaCell="dfrtp_1"
export IMPL_clk_latency_ns=0.30
export IMPL_syn_area_per_cell_um2=7.75
export IMPL_yosysUniqueCellTypes=93
export IMPL_grt_use_total_pct=18.1
export IMPL_cts_hold_buf=0
export IMPL_cts_path_max_buffers=2
export IMPL_gp_congestion=0.896
export IMPL_tightest_slew_ns=0.761
export IMPL_worstPathArrival_ns=5.83
export IMPL_wl_met3_um=958
export IMPL_leakagePower_nw=2.58
export IMPL_rsz0062_at_grt="no"
export IMPL_dpl_instance_area_um2=6560
export IMPL_ys_ff=54
export IMPL_timing_fmax_ghz=0.178
export IMPL_yosys_area_top_type_share_pct=23.8
export IMPL_cts_root_buf="clkbuf_16"
export IMPL_drv_cap=0
export IMPL_cts_sinks=54
export IMPL_cts_made_buffers=5
export IMPL_routed_top_layer="met4"
export IMPL_setup_viol=0
export IMPL_initCoreUtil_pct=31.1
export IMPL_edf_count=0
export IMPL_area_leaders="dfrtp_1 (24%), nand2_1 (5.5%), a21oi_1 (4.8%)"
export IMPL_clk_pin_slew_ns=0.07
export IMPL_p_per_area_nw_per_um2=314
export IMPL_first_global_vias=5417
export IMPL_wl_met1_um=8160
export IMPL_async_flop_share_pct=100
export IMPL_synth_area_um2=5690
export IMPL_fp_dieArea_um2=19500
export IMPL_drc=0
export IMPL_ff_type="dfrtp_1"
export IMPL_finalHoldViolations=0
export IMPL_crit_path_start_kind="input port"
export IMPL_cts_htree_levels=2
export IMPL_drt_iter0_drc=576
export IMPL_grt_pass1_wl_um=28500
export IMPL_rows=49
export IMPL_die_h_um=140
export IMPL_drt_first_pass_iters=6
export IMPL_critical_path_class="in2reg"
export IMPL_finalClockPeriodUsage_pct=90.8
export IMPL_cts_tree="yes"
export IMPL_required_ns=6.40
export IMPL_core_area_um2=18300
export IMPL_overflow=0
export IMPL_fp_dieW_um=140
export IMPL_setup_tns_ns=0
export IMPL_drv_slew=0
export IMPL_ys_seq_share_pct=23.8
export IMPL_crit_start="TempHumi[5]"
export IMPL_synthCells=734
export IMPL_pin_count=78
export IMPL_cp_max_fo=9
export IMPL_slew_headroom_pct=48.9
export IMPL_hold_start="ascii_num[5]"
export IMPL_drtAntennaViolNets=0
export IMPL_crit_path_end_kind="flip-flop"
export IMPL_fill_cells=1877
export IMPL_power_mw=2.11
export IMPL_drive_above_1_share_pct=10.9
export IMPL_grt_max_degree=55
export IMPL_post_cts_buffers=0
export IMPL_tool_warnings=36
export IMPL_yosys_cells=734
export IMPL_area_growth_pct=18.0
export IMPL_wire_per_inst_um=17.0
export IMPL_n_antenna_cell=0
export IMPL_num_vias=5770
export IMPL_ys_warn_count=1
export IMPL_ctsResizeCount=0
export IMPL_r2r_start="cnt_ascii_num[1]"
export IMPL_dr_wl_met2_um=7800
export IMPL_grt_antenna_before_repair=0
export IMPL_setup_ws_ns=0.569
export IMPL_dp_hpwl_um=12700
export IMPL_fin_area_um2=6710
export IMPL_via_per_inst=5.71
export IMPL_hold_path_class="reg2reg"
-- layout make-up --
type                    count  area, um2  share of cell area, %
well taps                 229        287                   4.27
clock inverters             3       28.8                  0.429
repair buffers             94        871                   13.0
clock buffers               5        125                   1.86
flip-flops and latches     54       1350                   20.1
multi-input cells         605       3980                   59.2
inverters                  20       75.1                   1.12
-- power by group --
part | switching (mW) | internal, mW | total [mW]
logic | 0.803 | 0.522 | 1.32
registers | 0.0656 | 0.425 | 0.491
clock network | 0.137 | 0.155 | 0.291
total | 1.01 | 1.10 | 2.11
-- critical path: stages --
cell and delay (ns):
clkdlybuf4s50_1 0.42, nor2_1 0.18, a21oi_1 0.09, ha_1 0.37
nand2b_1 0.26, o21ai_0 0.34, a21oi_2 0.17, o221ai_4 0.33
a21boi_2 0.14, a222oi_1 0.38, xnor2_1 0.11, a41oi_1 0.30
nand2_1 0.14, nor3_2 0.14, o21ai_0 0.15, o21a_1 0.20
ha_1 0.28, mux2i_1 0.14, nor3_1 0.06, a21oi_1 0.13
a21oi_1 0.09, a21o_1 0.18
-- cell usage in the layout (no fill, tap or decap), drive strengths merged, types with 6 or more instances in the layout --
cell type / Yosys / final
a211o: 6 / 6
a211oi: 7 / 7
a21oi: 60 / 60
a221oi: 7 / 7
a22oi: 8 / 8
a31oi: 16 / 16
and2: 8 / 8
buf: 32 / 27
clkdlybuf4s50: 0 / 67
conb: 2 / 9
dfrtp: 54 / 54
ha: 20 / 20
inv: 20 / 22
mux2i: 13 / 13
nand2: 84 / 84
nand2b: 11 / 11
nand3: 30 / 30
nand4: 11 / 11
nor2: 53 / 53
nor2b: 12 / 12
nor3: 22 / 22
nor4: 6 / 6
o211ai: 13 / 13
o21a: 8 / 8
o21ai: 58 / 58
o22ai: 11 / 11
o31ai: 7 / 7
xnor2: 15 / 15
-- flip-flops by register name (all words and copies together), names as in the netlist --
register	cells
decimal_second_ones	4
decimal_hour_tens	4
cnt_ascii_num	7
show_char_flag	1
cnt1	5
decimal_hour_ones	4
decimal_second_tens	4
start_y	4
decimal_minute_ones	4
start_x	6
ascii_num	7
decimal_minute_tens	4
-- cell usage after synthesis, types with 4 or more instances --
library cell / n
xnor2_1: 15
buf_4: 11
o31ai_1: 7
nand3_1: 28
nand2b_1: 11
a211oi_1: 5
nand2_1: 83
mux2i_1: 10
mux2_2: 5
nand3b_1: 4
inv_1: 20
o22ai_1: 9
nor3_1: 20
dfrtp_1: 54
o21ai_0: 48
nor4_1: 6
a31oi_1: 15
a21oi_2: 6
xor2_1: 4
a211o_1: 6
a21o_1: 5
nor2b_1: 12
clkbuf_1: 30
a22oi_1: 8
nor3b_1: 5
ha_1: 20
o211ai_1: 12
or3_1: 4
buf_1: 4
and3_1: 4
nor2_1: 52
a221oi_1: 6
a21boi_0: 4
a21oi_1: 54
o21a_1: 8
and2_1: 8
o21ai_1: 10
buf_2: 14
nand4_1: 11
-- worst paths after layout --
path / to / slack [ns] / depth (start not counted)
max: ascii_num[5] / 0.57 / 22
max in group asynchronous: cnt_ascii_num[2] / 4.68 / 2
max reg2reg: ascii_num[5] / 0.62 / 25
min: ascii_num[5] / 0.50 / 1
min in group asynchronous: decimal_hour_tens[2] / 1.07 / 2
min reg2reg: ascii_num[5] / 0.50 / 1
-- kinds of logic (layout without fill, tap and decap cells) --
| family | Yosys count | after routing | synth area share [%] |
|---|---|---|---|
| xor gates and xnor gates | 20 | 20 | 3.21 |
| adders and majority gates | 21 | 21 | 4.60 |
| AOI/OAI and AO/OA | 257 | 257 | 32.0 |
| buffers and inverters | 82 | 122 | 6.84 |
| and+or+nand+nor | 280 | 280 | 25.7 |
| muxes | 18 | 18 | 3.78 |
| other | 2 | 9 | 0.132 |
| DFF | 54 | 54 | 23.8 |
-- per-stage QoR --
step	instances	utilization (%)
finish	1010	36.7
global route	1010	36.7
CTS	1010	36.7
detailed placement	1002	35.9
global placement	1002	35.9
floorplan	741	-
-- routing by layer --
metal	vias up	GRT usage (%)
met5	-	0
met4	0	2.66
met3	24	1.37
met2	231	28.3
met1	2697	28.1
li1	2818	-
Power and IR drop assume default switching activity.
