[flow/config.mk]
export PLATFORM = sky130hd
export DESIGN_NAME = key_board
export DESIGN_NICKNAME = key_board
export VERILOG_FILES = /design/flow/design.v
export SDC_FILE = /design/flow/constraint.sdc
export NUM_CORES = 4
export LEC_CHECK = 1
export CORE_UTILIZATION = 40
[flow/constraint.sdc]
current_design key_board

set clk_period 3.3
set clk_io_pct 0.2

create_clock -name clk0 -period $clk_period [get_ports {Clk}]

set non_clock_inputs [all_inputs -no_clocks]
set_input_delay [expr $clk_period * $clk_io_pct] -clock clk0 $non_clock_inputs
set_output_delay [expr $clk_period * $clk_io_pct] -clock clk0 [all_outputs]
[flow/design.v]
module key_board(
	Clk,
	Rst_n,
	Key_Board_Row_i,
	Key_flag,
	Key_Value,
	Key_Board_Col_o
);
	input Clk ;
	input Rst_n;
	input [3:0]Key_Board_Row_i;
	output reg Key_flag;
	output reg [3:0]Key_Value;
	output reg [3:0]Key_Board_Col_o;
	reg [3:0]Key_Board_Row_r;
	reg En_Cnt ;	 
	reg [19:0] counter1;  
	reg Cnt_Done;	 
	reg [3:0]Col_Tmp ; 	 
	reg  Key_Flag_r; 	 
	reg [7:0]Key_Value_tmp;
	reg  [10:0]state;
	always@(posedge Clk)
		Key_flag <= Key_Flag_r;
	localparam
		IDEL				= 11'b00000000001,
		P_FILTER			= 11'b00000000010,
		READ_ROW_P 		= 11'b00000000100,
		SCAN_C0 			= 11'b00000001000,
		SCAN_C1 			= 11'b00000010000,
		SCAN_C2 			= 11'b00000100000,
		SCAN_C3 			= 11'b00001000000,
		PRESS_RESULT 	= 11'b00010000000,
		WAIT_R			= 11'b00100000000,
		R_FILTER 		= 11'b01000000000,
		READ_ROW_R 		= 11'b10000000000;
	always@(posedge Clk or negedge Rst_n)
	if(!Rst_n)
		counter1 <= 20'd0;
	else if(En_Cnt)begin
		if(counter1 == 20'd999999)
			counter1 <= 20'd0;
		else
			counter1 <= counter1 + 1'b1;
	end
	else
		counter1 <= 20'd0;
	always@(posedge Clk or negedge Rst_n)
	if(!Rst_n)
		Cnt_Done <= 1'b0;
	else if(counter1 == 20'd999999)
		Cnt_Done <= 1'b1;
	else
		Cnt_Done <= 1'b0;
	always @(posedge Clk or negedge Rst_n)
	if(!Rst_n)
	begin
	  state <= IDEL ;
	  Key_Board_Col_o <= 4'b0000 ;  
	  En_Cnt <= 1'b0;
	  Col_Tmp <= 4'd0;
	  Key_Flag_r <= 1'b0;
	  Key_Value_tmp <= 8'd0;
	  Key_Board_Row_r <= 4'b1111;
	end
	else
	begin
		case (state)
			IDEL:
				if(~&Key_Board_Row_i)begin   
					En_Cnt <= 1'b1 ;     
					state <= P_FILTER;   
				end
				else begin			 
					En_Cnt <=1'b0 ;  
					state  <=IDEL ;  
				end
			P_FILTER :
				if(Cnt_Done) begin	 
				  	En_Cnt <= 1'b0;  
					state <= READ_ROW_P;  
				end
				else begin			 
					En_Cnt <= 1'b1;  
					state <= P_FILTER; 
				end
			READ_ROW_P:
				if (~&Key_Board_Row_i) begin   
					Key_Board_Row_r <= Key_Board_Row_i;  
					Key_Board_Col_o <= 4'b1110;   
					state <= SCAN_C0;	 
				end
				else begin 			 
					state  <=IDEL ;  
					Key_Board_Col_o <= 4'b0000;   
				end
			SCAN_C0 :
				begin
					Key_Board_Col_o <= 4'b1101;   
					state <= SCAN_C1;	 
					if(~&Key_Board_Row_i)  
						Col_Tmp <= 4'b0001 ;  
					else
						Col_Tmp <= 4'b0000 ;  
				end
			SCAN_C1 :
				begin
					Key_Board_Col_o <= 4'b1011;   
					state <= SCAN_C2;	 
					if(~&Key_Board_Row_i)  
						Col_Tmp <= 4'b0010 | Col_Tmp ;  
					else
						Col_Tmp <= Col_Tmp ;  
				end
			SCAN_C2 :
				begin
					Key_Board_Col_o <= 4'b0111;   
					state <= SCAN_C3;	 
					if(~&Key_Board_Row_i)  
						Col_Tmp <= 4'b0100 | Col_Tmp ;  
					else
						Col_Tmp <= Col_Tmp ;  
				end
			SCAN_C3 :
				begin
					state <= PRESS_RESULT;	 
					if(~&Key_Board_Row_i) 	 
						Col_Tmp <= 4'b1000 | Col_Tmp ;  
					else
						Col_Tmp <= Col_Tmp ;  
				end
			PRESS_RESULT:
				begin
					state <= WAIT_R;		 
					Key_Board_Col_o <= 4'b0000;  
					if(((Key_Board_Row_r[0] + Key_Board_Row_r[1] + Key_Board_Row_r[2] + Key_Board_Row_r[3]) == 4'd3) &&
					((Col_Tmp[0] + Col_Tmp[1] + Col_Tmp[2] + Col_Tmp[3]) == 4'd1))  
					begin
						Key_Flag_r <= 1'b1;							 
						Key_Value_tmp <= {Key_Board_Row_r,Col_Tmp};  
					end
					else
					begin
						Key_Flag_r <= 1'b0; 			 
						Key_Value_tmp <= Key_Value_tmp;  
					end
				end
			WAIT_R :
				begin
					Key_Flag_r <= 0 ;  
					if(&Key_Board_Row_i)  
					begin
						En_Cnt =1'b1;  
						state <= R_FILTER ;  
					end
					else  
					begin
						state <= WAIT_R ;
						En_Cnt =1'b0;  
					end
				end
			R_FILTER :
				if(Cnt_Done)begin   
					En_Cnt <= 1'b0; 		 
					state <= READ_ROW_R; 	 
				end
				else
				begin
					En_Cnt <= 1'b1; 		 
					state  <= R_FILTER;		 
				end
			READ_ROW_R :
				if(&Key_Board_Row_i)   
					state <= IDEL;
				else 	 
				begin
					state <= R_FILTER;		 
					En_Cnt <= 1'b1; 		 
				end
			default:  state <= IDEL;  
		endcase
	end
	always @(posedge Clk or negedge Rst_n)
	if(!Rst_n)
		Key_Value <= 4'd0 ;
	else if(Key_Flag_r)   
	begin
		case (Key_Value_tmp)
			8'b1110_0001 : Key_Value <= 4'd1;
			8'b1110_0010 : Key_Value <= 4'd2;
			8'b1110_0100 : Key_Value <= 4'd3;
			8'b1110_1000 : Key_Value <= 4'd4;
			8'b1101_0001 : Key_Value <= 4'd5;
			8'b1101_0010 : Key_Value <= 4'd6;
			8'b1101_0100 : Key_Value <= 4'd7;
			8'b1101_1000 : Key_Value <= 4'd8;
			8'b1011_0001 : Key_Value <= 4'd9;
			8'b1011_0010 : Key_Value <= 4'd0;
			8'b1011_0100 : Key_Value <= 4'd11;
			8'b1011_1000 : Key_Value <= 4'd12;
			8'b0111_0001 : Key_Value <= 4'd13;
			8'b0111_0010 : Key_Value <= 4'd14;
			8'b0111_0100 : Key_Value <= 4'd15;
			8'b0111_1000 : Key_Value <= 4'd10;
			default: Key_Value <= Key_Value ;
		endcase
	end
endmodule
[flow/run.sh]
#!/bin/bash
# OpenROAD 26Q1-2900-gdf79404cd8, Yosys 0.63+post, stock flow scripts
make -C /OpenROAD-flow-scripts/flow DESIGN_CONFIG=/design/flow/config.mk WORK_HOME=/design/flow/orfs finish
==> metrics.yaml <==
critical_path:
  cp-start-kind: "register"
  end_kind: "register"
  slowest_delay_ns: 0.54
  cp.arrival_ns: 2.99
  worstPathRequired_ns: 3.52
  path_cells: "inv_1 -> fa_1 -> inv_1 -> ha_1 -> ha_1 -> nor4b_1 -> and4_1 -> mux2_2"
  cp.buffers_inverters: 2
  critPathKind: "reg2reg"
  crit_slowest_cell: "dfstp_2"
  crit_start: "Key_Board_Row_r[0]"
  reg2reg_slack_ns: 0.53
  cp_max_fo: 11
  r2r-start: "Key_Board_Row_r[0]"
  critPathTopFamily: "adder cells"
synth:
  compound_area_frac: 0.109
  avgSynthCellArea_sq_um: 9.79
  ys_sh_adder: 0.0343
  netlist_area_sq_um: 3000
  yosys.area_share.simple: 0.220
  ys_seq_share: 0.493
  xor_area_frac: 0.0643
  yosysCellCount: 306
  topCellsByArea: "dfrtp_1 44%, nor2_1 5.3%, dfstp_2 4.4%, xor2_1 4.1%, o21ai_0 3.0%"
  mux_share: 0.0263
  synth_cell_types: 48
  synth.top_cells.by_count: "53 x dfrtp_1, 42 x nor2_1, 21 x inv_1, 21 x nand2_1, 18 x o21ai_0"
  top_cell: "dfrtp_1"
  syn_inst: 306
  largest_area_cell: "dfrtp_1"
  top_logic_kind: "simple AND/OR/NAND/NOR gates"
  top_cell_area_share: 0.443
  synth_flops: 59
  async_flop_share: 0.983
  ff_type: "dfrtp_1"
  ys_area_sq_um: 3000
  edf_count: 0
  ys_warn_count: 1
route:
  vias_per_cell: 5.11
  antenna_left: 0
  drt_iter0_markers: 128
  drc: 0
  wl_per_cell_um: 12.9
  wl_um: 5430
  dr.pass1.iters: 4
  vias: 2151
  diodes: 0
power_and_ir_drop:
  power_density_nw_per_um2: 470
  power.leakage_nw: 1.48
  irDropWorstVdd_mv: 0.275
die:
  io_pins: 15
  die_h_um: 88.5
  initial_core_util: 0.413
  rows: 31
  die_area_sq_um: 7840
  coreArea_sq_um: 7250
  chipWidth_um: 88.5
cts:
  htreeDepth: 3
  clk_pin_slew_ns: 0.07
  post_cts_buffers: 0
  cts-root-buf: "clkbuf_8"
  ctsLongestPathBuffers: 2
  cts_tree: "built"
  cts_hold_buffers: 0
  cts.sinks: 59
  cts_buffers: 9
  cts_resized: 0
  insertion_delay_ns: 0.33
status:
  status: "finished, final reports clean"
timing:
  fin_crit_ns: 2.77
  layout_setup_ws_ns: 0.529
  final.setup_skew_ns: 0.00669
  fmax_mhz: 361
  setup_tns_ns: 0
  whs_ns: 0.318
  setup_violations: 0
  rsz0062_at_grt: "no"
  drv_slew: 0
  worstMarginPinSlew_ns: 0.727
  slew_headroom: 0.515
  finalCritPeriodShare: 0.840
  finalHoldViolations: 0
final_layout:
  drive_gt1_frac: 0.106
  design_area_sq_um: 3450
  area_growth_syn_to_layout_pct: 15.0
grt:
  grt_use_met3: 0.0426
  groute.usage.overall: 0.165
  grt_pass1_wl_um: 9690
  grt_max_degree: 35
  use_met2: 0.233
  antenna_found_initial: 0
  grt_pass1_vias: 2048
  gr-total-overflow: 0
  grt-busiest-layer: "met1"
  grtUsageMet1: 0.276
placed_design:
  gp_congestion: 0.818
  place_area_sq_um: 3180
  port_buffers: 14
  dp_hpwl_um: 3690
  pre_cts_ws_ns: 0.526
run:
  warnings: 25
  cap_viol_max_count: 0
min_path:
  hp-class: "in2async"
-- sequential cells by signal, summed over array words and instances (netlist names) --
signal and cells:
Key_flag 1, Key_Flag_r 1, state 11, counter1 20, Col_Tmp 4, Key_Board_Row_r 4
Key_Value_tmp 8, Cnt_Done 1, Key_Value 4, Key_Board_Col_o 4, En_Cnt 1
-- routing by layer --
layer,vias to the layer above,wire length [um]
met5,-,0
met4,0,69
met3,5,191
met2,31,2320
met1,1035,2850
li1,1080,-
-- final timing paths --
path / to / cells after the start
worst max register to register: Key_Value_tmp[0] / 8
min in group clk0: state[4] / 0
max in group asynchronous: Key_Board_Row_r[1] / 2
worst min-delay path: Key_Board_Col_o[0] / 1
worst max-delay path: Key_Value_tmp[0] / 8
worst min register to register: state[4] / 0
-- stage by stage --
stage / std cells / total power (W) / util
global route: 421 / 0.00168 / 0.475
global placement: 405 / 0.000774 / 0.439
finish: 421 / 0.00162 / 0.475
detailed placement: 405 / 0.000774 / 0.439
floorplan: 306 / 0.000750 / -
CTS: 421 / 0.00165 / 0.475
-- power by group --
group | switching (W) | internal (W)
combinational | 0.0000200 | 0.00000936
clock | 0.000285 | 0.000576
sequential | 0.00000359 | 0.000727
-- cell usage in the layout, fill, tap and decap left out, types with 3 or more instances in the layout --
cell / Yosys / layout
inv_1: 21 / 21
o2bb2ai_1: 3 / 3
nor4_1: 3 / 3
nand3_1: 7 / 7
a31oi_1: 4 / 4
xor2_1: 14 / 14
and4_1: 3 / 3
o21ai_0: 18 / 18
nor3_1: 6 / 6
xnor2_1: 8 / 8
nand4_1: 7 / 7
mux2_2: 7 / 7
dfstp_2: 5 / 5
nand2b_1: 6 / 6
clkbuf_8: 0 / 9
and2_1: 4 / 4
nor2_1: 42 / 42
a211oi_1: 3 / 3
nor4bb_1: 5 / 5
dfrtp_1: 53 / 53
a21oi_1: 11 / 11
clkdlybuf4s50_1: 0 / 13
nor2b_1: 3 / 3
nand2_1: 21 / 21
ha_1: 5 / 5
and3_1: 4 / 4
nand3b_1: 4 / 4
nor4b_1: 3 / 3
bufinv_16: 0 / 4
-- kinds of logic after synthesis --
family                     count (synthesis)
buffers and inverters                     36
AOI/OAI and AO/OA                         51
adders and majority gates                  7
muxes                                      7
and+or+nand+nor                          124
DFF                                       59
xor gates and xnor gates                  22
-- area by class of cell --
cell class	instances	area [sq um]
Inverter	21	78.8
Timing Repair Buffer	15	143
Clock buffer	9	124
Tap cell	99	124
Sequential cell	59	1480
Fill cell	669	3810
Clock inverter	7	140
Multi-Input combinational cell	211	1360
Power figures rest on the tool's default switching activity, not on a simulated workload.
