File: flow/config.mk
export PLATFORM = sky130hd
export DESIGN_NAME = lcd_init
export DESIGN_NICKNAME = lcd_init
export VERILOG_FILES = /design/flow/design.v
export SDC_FILE = /design/flow/constraint.sdc
export NUM_CORES = 4
export LEC_CHECK = 1
export CORE_UTILIZATION = 50
File: flow/run.sh
#!/bin/bash
# OpenROAD 26Q1-2900-gdf79404cd8, Yosys 0.63+post, stock flow scripts
make -C /OpenROAD-flow-scripts/flow DESIGN_CONFIG=/design/flow/config.mk WORK_HOME=/design/flow/orfs finish
File: flow/design.v
module lcd_init
#( 
    parameter   TIME20MS    = 23'd1000_000,    
                TIME40MS    = 23'd2000_000,    
                TIME5MS     = 23'd250_000,     
                HEIGHT      =  8'd161,         
                WIDTH       =  8'd131
)
(
    input   wire            sys_clk ,
    input   wire            sys_rst_n     ,
    input   wire            wr_done       ,
    output  reg             lcd_rst       ,
    output  reg     [8:0]   init_data     ,
    output  wire            en_write      ,
    output  wire            init_done
);
localparam            BLACK         = 16'h0000;  
localparam  CLRSCR1  = BLACK;
reg [6:0]   state;
localparam  S0_DELAY_0       = 7'b0000_001,  
            S1_DELAY_1       = 7'b0000_010,
            S2_WR_0X11       = 7'b0000_100,
            S3_DELAY_3       = 7'b0001_000,
            S4_WR_INITC      = 7'b0010_000,
            S5_WR_FULLSCR    = 7'b0100_000,
            DONE             = 7'b1000_000;
reg [22:0]  cnt_150ms;
reg         lcd_rst_high_flag;  
reg [6:0]   cnt_s4_num;         
reg         cnt_s4_num_done; 
localparam  CNT_S4_MAX =7'd87;  
reg [17:0]  cnt_s5_num;
reg         cnt_s5_num_done;  
localparam  S5NUMMAX  = (WIDTH+1)*(HEIGHT+1)*2+17;   
localparam  S5NUMHALF = (WIDTH+1)*(HEIGHT+1)+17; 
localparam  DATA_IDLE = 9'b1_0000_0000;
always@(posedge sys_clk or negedge sys_rst_n)
    if(!sys_rst_n)
        state <= S0_DELAY_0;
    else
        case(state)
            S0_DELAY_0:
                state <= (cnt_150ms == TIME20MS) ? S1_DELAY_1 : S0_DELAY_0;  
            S1_DELAY_1:
                state <= (cnt_150ms == TIME40MS) ? S2_WR_0X11 : S1_DELAY_1;  
            S2_WR_0X11:
                state <= (wr_done) ? S3_DELAY_3 : S2_WR_0X11;                
            S3_DELAY_3:
                state <= (cnt_150ms == TIME5MS) ? S4_WR_INITC : S3_DELAY_3;  
            S4_WR_INITC:
                state <= (cnt_s4_num_done) ? S5_WR_FULLSCR : S4_WR_INITC;    
            S5_WR_FULLSCR:
                state <= (cnt_s5_num_done) ? DONE : S5_WR_FULLSCR;           
            DONE:
                state <= DONE;
            default:
                state <= S0_DELAY_0;
        endcase
always@(posedge sys_clk or negedge sys_rst_n)
    if(!sys_rst_n)
        cnt_150ms <= 23'd0;
    else if(state == S0_DELAY_0 || state == S1_DELAY_1 || state == S3_DELAY_3 )
        cnt_150ms <= cnt_150ms + 1'b1;
    else
        cnt_150ms <= 23'd0;
always@(posedge sys_clk or negedge sys_rst_n)
    if(!sys_rst_n)
        lcd_rst_high_flag <= 1'b0;
    else if(state == S0_DELAY_0 && (cnt_150ms == TIME20MS - 1'b1))   
        lcd_rst_high_flag <= 1'b1;                                   
    else
        lcd_rst_high_flag <= 1'b0;
always@(posedge sys_clk or negedge sys_rst_n)
    if(!sys_rst_n)
        lcd_rst <= 1'b0;
    else if(lcd_rst_high_flag)   
        lcd_rst <= 1'b1;
    else
        lcd_rst <= lcd_rst;      
always@(posedge sys_clk or negedge sys_rst_n)
    if(!sys_rst_n)
        cnt_s4_num <= 7'd0;
    else if(state != S4_WR_INITC)
        cnt_s4_num <= 7'd0;
    else if(wr_done && state == S4_WR_INITC)   
        cnt_s4_num <= cnt_s4_num + 1'b1;       
    else
        cnt_s4_num <= cnt_s4_num;
always@(posedge sys_clk or negedge sys_rst_n)
    if(!sys_rst_n)
        cnt_s4_num_done <= 1'b0;
    else if(cnt_s4_num == CNT_S4_MAX && wr_done == 1'b1)  
        cnt_s4_num_done <= 1'b1;
    else
        cnt_s4_num_done <= 1'b0;
always@(posedge sys_clk or negedge sys_rst_n)
    if(!sys_rst_n)               init_data <= DATA_IDLE;
    else if(state == S2_WR_0X11) init_data <= 9'h0_11 ; 
         else if(state == S4_WR_INITC)
                case(cnt_s4_num)     
            7'd0 :  init_data <= 9'h0_B1 ; 
            7'd1 :  init_data <= 9'h1_01 ; 
            7'd2 :  init_data <= 9'h1_2C ; 
            7'd3 :  init_data <= 9'h1_2D ; 
            7'd4 :  init_data <= 9'h0_B2 ; 
            7'd5 :  init_data <= 9'h1_01 ; 
            7'd6 :  init_data <= 9'h1_2C ; 
            7'd7 :  init_data <= 9'h1_2D ; 
            7'd8 :  init_data <= 9'h0_B3 ; 
            7'd9 :  init_data <= 9'h1_01 ; 
            7'd10:  init_data <= 9'h1_2C ; 
            7'd11:  init_data <= 9'h1_2D ; 
            7'd12:  init_data <= 9'h1_01 ; 
            7'd13:  init_data <= 9'h1_2C ; 
            7'd14:  init_data <= 9'h1_2D ; 
            7'd15:  init_data <= 9'h0_B4 ;  
            7'd16:  init_data <= 9'h1_07 ;
            7'd17:  init_data <= 9'h0_C0 ;  
            7'd18:  init_data <= 9'h1_A2 ; 
            7'd19:  init_data <= 9'h1_02 ; 
            7'd20:  init_data <= 9'h1_84 ; 
            7'd21:  init_data <= 9'h0_C1 ; 
            7'd22:  init_data <= 9'h1_C5 ; 
            7'd23:  init_data <= 9'h0_C2 ; 
            7'd24:  init_data <= 9'h1_0A ; 
            7'd25:  init_data <= 9'h1_00 ; 
            7'd26:  init_data <= 9'h0_C3 ; 
            7'd27:  init_data <= 9'h1_8A ; 
            7'd28:  init_data <= 9'h1_2A ; 
            7'd29:  init_data <= 9'h0_C4 ; 
            7'd30:  init_data <= 9'h1_8A ; 
            7'd31:  init_data <= 9'h1_EE ; 
            7'd32:  init_data <= 9'h0_C5 ;  
            7'd33:  init_data <= 9'h1_0E ; 
            7'd34:  init_data <= 9'h0_36 ;  
            7'd35:  init_data <= 9'h1_C0 ;  
            7'd36:  init_data <= 9'h0_e0 ;  
            7'd37:  init_data <= 9'h1_0f ; 
            7'd38:  init_data <= 9'h1_1a ; 
            7'd39:  init_data <= 9'h1_0f ; 
            7'd40:  init_data <= 9'h1_18 ; 
            7'd41:  init_data <= 9'h1_2f ; 
            7'd42:  init_data <= 9'h1_28 ; 
            7'd43:  init_data <= 9'h1_20 ; 
            7'd44:  init_data <= 9'h1_22 ; 
            7'd45:  init_data <= 9'h1_1f ; 
            7'd46:  init_data <= 9'h1_1b ; 
            7'd47:  init_data <= 9'h1_23 ; 
            7'd48:  init_data <= 9'h1_37 ; 
            7'd49:  init_data <= 9'h1_00 ; 	
            7'd50:  init_data <= 9'h1_07 ; 
            7'd51:  init_data <= 9'h1_02 ; 
            7'd52:  init_data <= 9'h1_10 ; 
            7'd53:  init_data <= 9'h0_e1 ; 
            7'd54:  init_data <= 9'h1_0f ; 
            7'd55:  init_data <= 9'h1_1b ; 
            7'd56:  init_data <= 9'h1_0f ; 
            7'd57:  init_data <= 9'h1_17 ; 
            7'd58:  init_data <= 9'h1_33 ; 
            7'd59:  init_data <= 9'h1_2c ; 
            7'd60:  init_data <= 9'h1_29 ; 
            7'd61:  init_data <= 9'h1_2e ; 
            7'd62:  init_data <= 9'h1_30 ; 
            7'd63:  init_data <= 9'h1_30 ; 
            7'd64:  init_data <= 9'h1_39 ; 
            7'd65:  init_data <= 9'h1_3f ; 
            7'd66:  init_data <= 9'h1_00 ; 
            7'd67:  init_data <= 9'h1_07 ; 
            7'd68:  init_data <= 9'h1_03 ; 
            7'd69:  init_data <= 9'h1_10 ; 
            7'd70:  init_data <= 9'h0_2a ;
            7'd71:  init_data <= 9'h1_00 ;
            7'd72:  init_data <= 9'h1_00 ;
            7'd73:  init_data <= 9'h1_00 ;
            7'd74:  init_data <= {1'b1,WIDTH} ;
            7'd75:  init_data <= 9'h0_2b ;
            7'd76:  init_data <= 9'h1_00 ;
            7'd77:  init_data <= 9'h1_00 ;
            7'd78:  init_data <= 9'h1_00 ;
            7'd79:  init_data <= {1'b1,HEIGHT} ;
            7'd80:  init_data <= 9'h0_F0 ;  
            7'd81:  init_data <= 9'h1_01 ; 
            7'd82:  init_data <= 9'h0_F6 ;  
            7'd83:  init_data <= 9'h1_00 ; 
            7'd84:  init_data <= 9'h0_3A ;  
            7'd85:  init_data <= 9'h1_05 ; 	
            7'd86:  init_data <= 9'h0_29 ;  
          default:  init_data <= DATA_IDLE;
                endcase
      else if(state == S5_WR_FULLSCR)
          case(cnt_s5_num)
            'd0 :  init_data <= 9'h0_29;    
            'd1 :  init_data <= 9'h0_36;
            'd2 :  init_data <= 9'h1_C0;
            'd3 :  init_data <= 9'h0_2a;
            'd4 :  init_data <= 9'h1_00;
            'd5 :  init_data <= 9'h1_00;
            'd6 :  init_data <= 9'h1_00;
            'd7 :  init_data <= {1'b1,WIDTH};
            'd8 :  init_data <= 9'h0_2b;
            'd9 :  init_data <= 9'h1_00;
            'd10:  init_data <= 9'h1_00;
            'd11:  init_data <= 9'h1_00;
            'd12:  init_data <= {1'b1,HEIGHT};
            'd13:  init_data <= 9'h0_2c;
          default : 
                   if(cnt_s5_num >= 'd14 && cnt_s5_num[0] == 0) begin
                     init_data <= {1'b1,CLRSCR1[15:8]};
                   end
                   else begin
                     if(cnt_s5_num >= 'd14 && cnt_s5_num[0] == 1) begin
                          init_data <= {1'b1,CLRSCR1[ 7:0]};
                     end
                     else  init_data <= DATA_IDLE;
                   end
           endcase
       else  init_data <= DATA_IDLE;
always@(posedge sys_clk or negedge sys_rst_n)
    if(!sys_rst_n)
        cnt_s5_num <= 18'd0;
    else if(state != S5_WR_FULLSCR)
        cnt_s5_num <= 18'd0;
    else if(wr_done && state == S5_WR_FULLSCR)
        cnt_s5_num <= cnt_s5_num + 1'b1;
    else                   
        cnt_s5_num <= cnt_s5_num;
always@(posedge sys_clk or negedge sys_rst_n)
    if(!sys_rst_n)
        cnt_s5_num_done <= 1'b0;
    else if(cnt_s5_num == S5NUMMAX && wr_done == 1'b1)
        cnt_s5_num_done <= 1'b1;
    else
        cnt_s5_num_done <= 1'b0;  
assign en_write = (state == S2_WR_0X11 || state == S4_WR_INITC || state == S5_WR_FULLSCR) ? 1'b1 : 1'b0;      
assign init_done = (state == DONE) ? 1'b1 : 1'b0;        
endmodule
File: flow/constraint.sdc
current_design lcd_init

set clk_period 3.9
set clk_io_pct 0.2

create_clock -name clk0 -period $clk_period [get_ports {sys_clk}]

set non_clock_inputs [all_inputs -no_clocks]
set_input_delay [expr $clk_period * $clk_io_pct] -clock clk0 $non_clock_inputs
set_output_delay [expr $clk_period * $clk_io_pct] -clock clk0 [all_outputs]
==> out/qor.yml <==
outcome:
  outcome: "complete, no violations"
final_layout:
  fillers: 813
  instances_no_fill: 661
  drive_above_1_share: 0.07818
  area_delta_synth_final_pct: 8.599
critical_path:
  r2r_slack_ps: 1150
  setup.worst_path.end: "init_data[7]"
  arrival_ps: 2980
  crit_fanout: 21
  timing.rr.end: "init_data[7]"
  crit_path_start_kind: "flip-flop"
  cp.required_ps: 4130
  ff2ff_path_depth: 7
  endpoint_kind: "flip-flop"
  crit_path_start: "cnt_s4_num[0]"
  r2r-start: "cnt_s4_num[0]"
  path_class: "reg2reg"
global_routing:
  grtUsageTotal: 0.2597
  grt_pass1_wl_um: 19550
  grt_start_max_net_pins: 46
  grt-ovfl-total: 0
  antenna_found_initial: 0
  grt_pass1_vias: 3869
cts:
  postCtsResizedCells: 0
  cts_tree: "yes"
  cts_buffer_depth: 2
  cts-root-buf: "clkbuf_8"
  cts_sinks: 68
  post_cts_buffers: 0
  clk_pin_slew_ps: 90
  insertion_delay_ps: 350
  cts_inserted_buffers: 9
  cts-hold-fix-buffers: 0
  ctsHtreeMaxLevel: 3
logic_synthesis:
  syn_area_sq_um: 4700
  synthCells: 546
  largest_area_cell: "dfrtp_1"
  enable_flop_cells: 0
  yosysWarnings: 1
  synth-async-reset-ratio: 1.000
  yosys_area_sq_um: 4700
  ff_type: "dfrtp_1"
  ys.flops: 68
  syn_avg_cell_area_sq_um: 8.607
  ys_cells: 546
  synthTopCellsByArea: "dfrtp_1 35%, nor2_1 5.0%, xor2_1 5.0%, ha_1 4.8%, nand2_1 4.2%"
  common_cells: "66 x dfrtp_1, 63 x nor2_1, 52 x nand2_1"
  ys_seq_share: 0.3626
  yosys.area.top_type_share: 0.3514
  top_cell: "dfrtp_1"
  synth_cell_types: 71
floorplanning:
  initCoreUtil: 0.5135
  core_region_area_sq_um: 9153
  die_h_um: 98.95
  ios: 15
  chip_area_sq_um: 9791
  row_count: 35
  die_w_um: 98.95
placement:
  dp.cells: 645
  hpwl_um: 7908
  io_buffers: 14
  gp_congestion: 0.9300
routing:
  n_antenna_cell: 0
  vias_per_cell: 6.009
  drc_errors: 0
  vias: 3972
  dr.pass1.iters: 5
  antenna_left: 0
  wl_per_cell_um: 17.41
  drtIter0Drc: 211
  wl_um: 11510
pwr:
  ir_drop_v: 0.0002674
  switching_share: 0.2441
  p_clk_frac: 0.469
  p_switching_mw: 0.3797
  power_frac_seq: 0.478
  power.density_nw_per_um2: 304.7
  p_leak_nw: 2.083
  p_int_mw: 1.176
  power_frac_comb: 0.053
final_timing:
  timing.final.crit_share: 0.7050
  setup_viol: 0
  maxSlewViolCount: 0
  rsz0062_at_grt: "no"
  fmax_ghz: 0.3637
  finClkSkew_ps: 12.04
  slew_headroom: 0.4674
  hold_viol: 0
  finalCriticalPeriod_ps: 2749
  worstMarginPinSlew_ps: 799.0
  fin_tns_setup_ps: 0
flow_run:
  openroad.warnings: 38
  cap_viol_max_count: 0
hold_path:
  hold_path.class: "in2async"
state kept, by name (all words and copies together) (netlist names):
name,flops
cnt_150ms,23
cnt_s5_num,18
init_data,9
cnt_s4_num,7
state,7
cnt_s4_num_done,1
cnt_s5_num_done,1
lcd_rst,1
lcd_rst_high_flag,1
layout by cell type (no fill, tap or decap), types with 7 or more instances in the layout:
cell	instances
nand2_1	52
dfrtp_1	66
nor2_1	63
nor2b_1	13
clkbuf_8	9
nand4_1	19
a21oi_1	17
nor3_1	11
ha_1	18
clkdlybuf4s50_1	13
a31oi_1	9
xor2_1	27
xnor2_1	15
buf_4	7
nand2b_1	14
mux2i_1	9
and3_1	8
inv_1	19
nand3_1	28
o21ai_0	14
cells by family (layout without fill, tap and decap cells):
logic type,after synthesis,count (layout),synth area share
and+or+nand+nor,249,249,0.2798
muxes,9,9,0.01917
DFF,68,68,0.3626
buffers and inverters,55,59,0.05351
xor gates and xnor gates,42,42,0.07828
adders and majority gates,18,18,0.04792
AOI/OAI and AO/OA,105,105,0.1587
worst max-delay path, cell delays in order, from the launching register on:
cell	delay [ps]
dfrtp_1	790
inv_1	250
ha_1	570
nor2_1	130
o21ai_0	320
a31oi_1	130
a221o_1	360
o41ai_1	80
routing by layer:
metal / GRT usage / vias up / share of wire
met4: 0.07577 / 0 / 0.030
li1: - / 1945 / -
met1: 0.3896 / 1854 / 0.45
met3: 0.03680 / 27 / 0.051
met2: 0.4077 / 146 / 0.47
met5: 0 / - / 0
per-stage QoR:
stage	cell area (sq um)	total power, mW	util	hold WS [ps]	setup slack [ps]
final	5104	1.555	0.5576	392.9	1151
after global routing	5104	1.620	0.5576	440.0	1035
after CTS	5104	1.577	0.5576	406.1	1197
after detailed placement	4857	0.8422	0.5307	429.0	1231
after global placement	4857	0.8421	0.5307	414.4	1248
after floorplan	4700	0.8083	-	410.3	1613
worst min-delay path by stage:
stage | start | end | slack, ps | depth (start not counted)
after CTS | sys_rst_n | cnt_s4_num[1] | 410 | 1
after global routing | sys_rst_n | cnt_s4_num[3] | 440 | 1
final | sys_rst_n | cnt_150ms[19] | 390 | 1
power groups by stage:
stage / Sequential, mW / Combinational [mW] / Clock, mW
finish: 0.744 / 0.0820 / 0.729
CTS: 0.744 / 0.0852 / 0.747
global route: 0.747 / 0.0979 / 0.775
final cells by class:
class                           count  area, sq um  share of cell area
Sequential cell                    68         1704              0.3339
Tap cell                          111        138.9             0.02721
Clock inverter                      7        122.6             0.02403
Multi-Input combinational cell    423         2744              0.5376
Clock buffer                        9        123.9             0.02427
Inverter                           22        82.58             0.01618
Timing Repair Buffer               21        187.7             0.03677
Power figures rest on the tool's default switching activity, not on a simulated workload.
